[design.v]
module BIST_LUT(
    input clk, rst,
    input test_en,               
    input [2:0] test_counter,    
    input [31:0] primary_res,   
    input primary_carry,        
    output reg fault_detected,   
    output reg mux_sel          
);
    reg [31:0] golden_res;
    reg golden_carry;
    wire mismatch;
    always @(*) begin
        case(test_counter)
            3'd0: begin golden_res = 32'hFFFFFFFF; golden_carry = 1'b0; end 
            3'd1: begin golden_res = 32'hFFFFFFFF; golden_carry = 1'b0; end 
            3'd2: begin golden_res = 32'hFFFFFFFF; golden_carry = 1'b0; end
            3'd3: begin golden_res = 32'hFFFFFFFF; golden_carry = 1'b0; end
            3'd4: begin golden_res = 32'h00000000; golden_carry = 1'b0; end
           3'd5: begin golden_res = 32'hFFFFFFFF; golden_carry = 1'b0; end  
            3'd6: begin golden_res = 32'h55555555; golden_carry = 1'b0; end
            3'd7: begin golden_res = 32'h00000001; golden_carry = 1'b0; end
            default: begin golden_res = 32'h0; golden_carry = 1'b0; end
        endcase
    end
    assign mismatch = (primary_res !== golden_res) || (primary_carry !== golden_carry);
    always @(posedge clk) begin
        if (rst == 1'b0) begin
            fault_detected <= 1'b0;
            mux_sel <= 1'b0;
        end else if (test_en && mismatch) begin
            fault_detected <= 1'b1;
            mux_sel <= 1'b1; 
        end
    end
endmodule
[run.sh]
#!/bin/bash
# OpenROAD 26Q1-2900-gdf79404cd8, Yosys 0.63+post, stock flow scripts
make -C /OpenROAD-flow-scripts/flow DESIGN_CONFIG=/design/flow/config.mk WORK_HOME=/design/flow/orfs finish
[config.mk]
export PLATFORM = sky130hd
export DESIGN_NAME = BIST_LUT
export DESIGN_NICKNAME = BIST_LUT
export VERILOG_FILES = /design/flow/design.v
export SDC_FILE = /design/flow/constraint.sdc
export NUM_CORES = 4
export LEC_CHECK = 1
export CORE_AREA = 10 10 70 70
export DIE_AREA = 0 0 80 80
[constraint.sdc]
current_design BIST_LUT

set clk_period 2.3
set clk_io_pct 0.2

create_clock -name clk0 -period $clk_period [get_ports {clk}]

set non_clock_inputs [all_inputs -no_clocks]
set_input_delay [expr $clk_period * $clk_io_pct] -clock clk0 $non_clock_inputs
set_output_delay [expr $clk_period * $clk_io_pct] -clock clk0 [all_outputs]
==> run summary <==
vias in the first global route: 473
WHS Path Cells: 2
dpl hpwl: 1420 um
width of the chip: 80 um
reg2reg setup slack: 1.45 ns
Synthesized registers: 1
CP max FO: 5
cts hold-fix bufs: 0
Slew Viols, Final: 0
yosys cell count: 44
Via density: 3.67
clk slew on worst S/H paths: 0 ns
register area share after synthesis: 6.32%
row count: 21
Slew headroom: 84.2%
Synth Instances: 44
fill cell count: 390
Top-area cell share: 19.0%
most used flip-flop cell after synthesis: dfxtp_1
count leader, synth: or4_1
diodes inserted: 0
area of the core: 0.00342 sq mm
placer congestion estimate: 0.858
DR pass1 iterations: 3
Largest register FFs: 1
Largest regs: fault_detected: 1 flops
initial antenna violation count: 0
GR Util All Layers: 4.23%
DRT iter0 DRCs: 13
CP Launch Type: input port
Worst Hold Class: reg2reg
Synth area leader: mux2i_1
skew final: 0 ns
Synth async-reset ratio: 0%
Critical Path End Type: flip-flop
tool warnings: 29
I/O pin cnt: 41
list of most frequent post-synthesis cells: 7 x or4_1, 6 x mux2i_1, 5 x nand4_1
worst skew pair latency: 0 ns
fmax: 471 MHz
DR vias: 473
number of synthesized flops with an enable pin: 0
Synth cell types: 19
static leakage: 0.271 nW
peak supply drop: 0.0476 mV
DIE HEIGHT: 80 um
drt total wl: 1520 um
Worst EP arrival: 1.99 ns
DIE AREA: 0.00640 sq mm
status: finished, final reports clean
placed cells: 129
P&R area growth vs syn: 144%
Fin. Hold Viols: 0
R2R cell count: 4
post-cts gate resize count: 0
top cells by area: mux2i_1 19%, or4_1 17%, nand4_1 9.9%
Max Cap Violations: 0
CP Class: in2reg
Setup Buffers After CTS: 0
Final Util: 22.6%
CP required: 2.17 ns
Chip Area, Yosys: 317 sq um
PD cells: 160 mW/mm^2
Avg Inst Size Synth: 7.19 sq um
setup_tns: 0 ns
Top reg by flops: fault_detected
layout cells sized above 1: 2.41%
Initial Util: 9.27%
r2r startpoint: fault_detected
Worst Hold End: fault_detected
post-synth design cell area: 317 sq um
PortBufs: 40
final worst-path cycle share: 92.3%
Worst Tran Pin Value: 0.234 ns
YS warnings: 1
reg2reg end: fault_detected
WHS: 0.665 ns
Layout Cells excl Fill: 129
Tmin final: 2.12 ns
first-pass GRT wire length: 2190 um
pin count of the biggest net entering global routing: 6
unrepaired setup endpoints after global routing: false
remaining global-route overflow: 0
antenna-violating nets left: 0
Hold Path Origin: fault_detected
DRC violations left: 0
WL/cell: 11.8 um
Final setup viols: 0
-- placed cells by master (no fill, tap or decap), types with 2 or more instances in the layout --
master,Yosys,final
or4_1,7,7
nor2_1,2,2
nand3_1,3,3
nor2b_1,2,2
mux2i_1,6,6
o21ai_0,4,4
buf_4,1,2
nand4_1,5,5
clkdlybuf4s50_1,0,40
ha_1,2,2
and4_1,2,2
inv_1,2,2
-- through the flow --
| step | total power, W | cell area (sq um) | setup slack [ns] |
|---|---|---|---|
| 5_1_grt | 0.000131 | 772 | 0.0543 |
| 2_1_floorplan | 0.0000444 | 317 | 0.739 |
| 3_5_place_dp | 0.000124 | 772 | 0.156 |
| 3_3_place_gp | 0.000123 | 772 | 0.218 |
| 6_report | 0.000123 | 772 | 0.177 |
| 4_1_cts | 0.000125 | 772 | 0.158 |
-- report_power, final --
group           total, W  switching (W)  internal [W]
clock                  0              0             0
sequential     0.0000200     0.00000103     0.0000190
combinational   0.000103      0.0000278     0.0000754
-- worst max path at each step --
stage	from	end	slack, ns	cells after the start
global route	test_counter[0]	fault_detected	0.05	8
CTS	test_counter[0]	fault_detected	0.16	8
finish	test_counter[0]	fault_detected	0.18	8
-- layer usage --
metal | routed length [um] | vias to the layer above | GRT usage (%) | part of all wire (%)
met3 | 219 | 0 | 2.05 | 14
met4 | 0 | 0 | 0 | 0
met2 | 592 | 27 | 6.10 | 39
li1 | - | 253 | - | -
met1 | 705 | 193 | 5.88 | 47
met5 | 0 | - | 0 | 0
-- layout make-up --
cell class                      instances  area [sq um]  share of cell area, %
Sequential cell                         1          20.0                   2.59
Tap cell                               46          57.6                   7.46
Inverter                                2          7.51                  0.972
Multi-Input combinational cell         38           272                   35.2
Timing Repair Buffer                   42           415                   53.8
-- worst max-delay path: stages --
cell and delay [ns]:
clkdlybuf4s50_1 0.48, inv_1 0.05, ha_1 0.28, nor2b_1 0.11, buf_4 0.15, mux2i_1 0.18
and4_1 0.20, a31oi_1 0.09
-- logic make-up after synthesis --
kind of cell	Yosys count	synth area share, %
AND-OR/OR-AND	5	8.30
flip-flops	1	6.32
buffers and inverters	5	7.90
adder cells (fa/ha/maj)	2	7.90
AND/OR/NAND/NOR	24	47.8
XOR/XNOR	1	2.77
multiplexers	6	19.0
Power figures rest on the tool's default switching activity, not on a simulated workload.
